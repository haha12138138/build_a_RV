==> ./design.v <==
function integer log2;
  input integer value;
  begin
    value = value-1;
    for (log2=0; value>0; log2=log2+1)
      value = value>>1;
  end
endfunction
module RV_AHB_Arb (
	input clk,     
	input rst_n,   
	input [31:0] A1,
	input [1:0]  TRANS1,
	input [31:0] WD1,
	output logic [31:0] RD1,
	output logic RDY1,
	output logic a_grant1,
	output logic d_grant1,
	input [31:0] A2,
	input [1:0]  TRANS2,
	input [31:0] WD2,
	output logic [31:0] RD2,
	output logic RDY2,
	output logic a_grant2,
	output logic d_grant2,
	output [31:0] ABus,
	output [1:0]  TRANSBus,
	output [31:0] WDBus,
	input  logic [31:0] RDBus,
	input  logic RDYBus
);
logic [1:0] M_req;
logic [1:0] bin_out,temp_oh_out;
assign M_req[0]=TRANS1==2'd2;
assign M_req[1]=TRANS2==2'd2;
assign RDY1=RDYBus;
assign RDY2=RDYBus;
OH_2_BIN #(.WID(2)) inst_OH_2_BIN (.sel(M_req), .bin_out(bin_out), .valid());
assign temp_oh_out = 1<< bin_out[0];
assign a_grant1=temp_oh_out[0];
assign a_grant2=temp_oh_out[1];
always_ff @(posedge clk or negedge rst_n) begin
	if(~rst_n) begin
		 {d_grant1, d_grant2}<= 0;
	end else if(RDYBus) begin
		 {d_grant1, d_grant2}<={a_grant1, a_grant2} ;
	end
end
assign RD1=RDBus;
assign RD2=RDBus;
assign ABus = ({32{a_grant1}}&A1)|({32{a_grant2}}&A2);
assign WDBus= ({32{d_grant1}}&WD1)|({32{d_grant2}}&WD2);
endmodule : RV_AHB_Arb
module OH_2_BIN 
#(parameter WID=4)
(
	input [WID-1:0] sel,
	output [log2(WID)-1:0] bin_out,
	output valid
);
 logic [log2(WID)-1:0] temp [WID-1:0];
 genvar i;
 assign temp[WID-2]=(sel[WID-2])?WID-2:WID-1;
 generate
 	for (i = 0;i<WID-2;i++) begin
 		assign temp[i]=(sel[i])?(i):temp[i+1];
 	end 
 endgenerate
 assign bin_out=temp[0];
 assign valid=|sel;
endmodule : OH_2_BIN
==> ./run.sh <==
#!/bin/bash
# OpenROAD 26Q1-2900-gdf79404cd8, Yosys 0.63+post, stock flow scripts
make -C /OpenROAD-flow-scripts/flow DESIGN_CONFIG=/design/flow/config.mk WORK_HOME=/design/flow/orfs finish
==> ./config.mk <==
export PLATFORM = sky130hd
export DESIGN_NAME = RV_AHB_Arb
export DESIGN_NICKNAME = RV_AHB_Arb
export VERILOG_FILES = /design/flow/design.v
export SDC_FILE = /design/flow/constraint.sdc
export NUM_CORES = 4
export LEC_CHECK = 1
export CORE_AREA = 10 10 124 124
export DIE_AREA = 0 0 134 134
==> ./constraint.sdc <==
current_design RV_AHB_Arb

set clk_period 3.5
set clk_io_pct 0.2

create_clock -name clk0 -period $clk_period [get_ports {clk}]

set non_clock_inputs [all_inputs -no_clocks]
set_input_delay [expr $clk_period * $clk_io_pct] -clock clk0 $non_clock_inputs
set_output_delay [expr $clk_period * $clk_io_pct] -clock clk0 [all_outputs]
==> flow_summary.json <==
{
  "dieArea_um2": 18000,
  "finalSetupViolCount": 0,
  "r2r_slack_ns": 2.40,
  "firstDrtPassIters": 3,
  "overflow": 0,
  "powerDensity_nw_per_um2": 191,
  "postCtsSetupRepairBufs": 0,
  "die_w_um": 134,
  "cts_resized": 0,
  "grt_max_degree": 35,
  "root_buffer": "clkbuf_16",
  "drv_slew": 0,
  "worstRegToRegCells": 2,
  "dp_slack_ns": 0.273,
  "vias_per_cell": 3.49,
  "htree_levels": 1,
  "cts-buffers-inserted": 3,
  "grt_pass1_vias": 1772,
  "yosysWarnings": 6,
  "skew_ns": 0,
  "top_cell_area_share_pct": 36.0,
  "hold_violations": 0,
  "cp-end-kind": "output pin",
  "numSynthFlops": 2,
  "clockBufferDepth": 2,
  "status": "completed",
  "fillers": 1379,
  "synth_area_per_cell_um2": 9.40,
  "cts_hold_buf": 0,
  "drc": 0,
  "fp_util_pct": 11.2,
  "area_growth_pct": 125,
  "topCellsByArea": "buf_4 (36%), mux2_4 (31%), a22o_1 (20%), dfrtp_1 (3.5%), mux2_2 (3.2%)",
  "grt_setup_unrepaired": "no",
  "cts_sinks": 2,
  "synthCells": 151,
  "die_h_um": 134,
  "required_ns": 2.80,
  "core_region_area_um2": 12700,
  "lay_top_cells": "clkdlybuf4s50_1 (202), a22o_1 (32), mux2_4 (29)",
  "ant_nets": 0,
  "rr_endpoint": "d_grant1",
  "wirelength_um": 8030,
  "hold_class": "primary input to async pin",
  "ir_worst_vdd_mv": 0.128,
  "diodes": 0,
  "final.setup.tns_ns": 0,
  "start_kind": "primary input",
  "drt_iter0_drc": 49,
  "synth_area_um2": 1420,
  "cts_tree": "done",
  "vias": 1581,
  "yosysTopAreaCell": "buf_4",
  "dp_hpwl_um": 7210,
  "setup.worst_path.class": "primary input to output pin",
  "grt_usage_pct": 8.01,
  "fin_crit_sh_pct": 92.0,
  "min_period_ns": 3.22,
  "ys_chip_area_um2": 1420,
  "path_clk_slew_ns": 0.03,
  "critPathMaxFanout": 27,
  "ys_seq_share_pct": 3.53,
  "cp.arrival_ns": 2.52,
  "gp_congestion": 0.717,
  "ios": 303,
  "p_leak_nw": 1.32,
  "openroad.warnings": 27,
  "wl_per_cell_um": 17.7,
  "drive_gt1_share_pct": 14.6,
  "yosysUniqueCellTypes": 13,
  "fmax_mhz": 311,
  "port_buffers": 202,
  "clk_latency_ns": 0.22,
  "antenna_found_initial": 0,
  "maxCapViolCount": 0,
  "ys_cells": 151,
  "r2r_start": "d_grant1",
  "grt_pass1_wl_um": 11300,
  "fp-row-count": 41,
  "setup_ws_ns": 0.281,
  "final_common_cell": "clkdlybuf4s50_1"
}
[cell usage after synthesis]
cell and number:
mux2_2 4, nor2b_4 1, a22o_1 32, clkbuf_1 5, a21oi_1 1, inv_2 1, buf_4 68, conb_1 1
nor2_1 1, buf_2 3, dfrtp_1 2, mux2_4 29, buf_6 3
[critical path, stage by stage]
cell,delay [ns]
clkdlybuf4s50_1,0.50
nor2b_4,0.08
inv_2,0.17
buf_12,0.24
mux2_2,0.39
clkdlybuf4s50_1,0.42
[worst max path at each step]
stage	startpoint	end	slack, ns	depth (start not counted)
global route	TRANS1[0]	ABus[0]	0.22	6
finish	TRANS1[0]	ABus[0]	0.28	6
CTS	TRANS1[0]	ABus[0]	0.27	6
[power by group]
part           leakage [nW]  internal, mW  switching [mW]
clock                0.0370         0.145          0.0264
sequential           0.0230        0.0252         0.00148
combinational          1.26         0.317          0.0948
total                  1.32         0.487           0.123
[layer usage]
| metal | GRT usage [%] | share of wire (%) |
|---|---|---|
| met1 | 9.25 | 40 |
| met2 | 13.5 | 47 |
| met3 | 3.26 | 11 |
| met4 | 1.87 | 2.0 |
| met5 | 0 | 0 |
[logic make-up after synthesis]
group,Yosys count,synth area share (%)
buf+inv,80,41.0
compound gates,33,20.1
mux,33,33.9
flops,2,3.53
simple gates,2,1.23
other cells,1,0.264
[state kept, by name, summed over array words and instances (netlist names)]
signal and cells:
d_grant2 1, d_grant1 1
[through the flow]
stage	hold slack [ns]	utilization (%)	cells	cell area, um2	total power [mW]
after CTS	0.644	25.2	453	3190	0.624
after global routing	0.645	25.2	453	3190	0.647
after global placement	0.846	24.6	450	3120	0.446
after floorplan	0.404	-	152	1420	0.171
final	0.647	25.2	453	3190	0.610
after detailed placement	0.823	24.6	450	3120	0.448
[cell type report]
| type | count | area, um2 | share of cell area, % |
|---|---|---|---|
| well taps | 172 | 215 | 6.74 |
| repair buffers | 205 | 2060 | 64.4 |
| inverters | 1 | 3.75 | 0.118 |
| multi-input cells | 70 | 791 | 24.8 |
| flip-flops and latches | 2 | 50.0 | 1.57 |
| clock buffers | 3 | 75.1 | 2.35 |
Power is estimated from default activity; no workload was simulated.
